`flow/config.mk`:
```
export PLATFORM = sky130hd
export DESIGN_NAME = user_data_gen_module
export DESIGN_NICKNAME = user_data_gen_module
export VERILOG_FILES = /design/flow/design.v
export SDC_FILE = /design/flow/constraint.sdc
export NUM_CORES = 4
export LEC_CHECK = 1
export CORE_AREA = 10 10 111 111
export DIE_AREA = 0 0 121 121
```
`flow/constraint.sdc`:
```
current_design user_data_gen_module

set clk_period 3.3
set clk_io_pct 0.2

create_clock -name clk0 -period $clk_period [get_ports {i_clk}]

set non_clock_inputs [all_inputs -no_clocks]
set_input_delay [expr $clk_period * $clk_io_pct] -clock clk0 $non_clock_inputs
set_output_delay [expr $clk_period * $clk_io_pct] -clock clk0 [all_outputs]
```
`flow/design.v`:
```
`timescale 1ns / 1ps
module user_data_gen_module#(
    parameter                       P_DATA_WIDTH  = 8  ,
    parameter                       P_SPI_CPOL    = 0  ,
    parameter                       P_SPI_CPHL    = 0  ,
    parameter                       P_READ_DWIDTH = 8  ,
    parameter                       P_OP_LEN      = 32   
)(
    input                           i_clk                   ,
    input                           i_rst                   ,
    output  [1 :0]                  o_operation_type        ,
    output  [23:0]                  o_operation_addr        ,
    output  [8 :0]                  o_operation_byte_num    ,
    output                          o_operation_valid       ,
    input                           i_operation_ready       ,
    output  [P_DATA_WIDTH - 1 : 0]  o_write_data            ,
    output                          o_write_sop             ,
    output                          o_write_eop             ,
    output                          o_write_valid           ,
    input   [P_DATA_WIDTH - 1 : 0]  i_read_data             ,
    input                           i_read_sop              ,
    input                           i_read_eop              ,
    input                           i_read_valid             
);
localparam                      P_CLEAR_TYPE    = 0     ,
                                P_READ_TYPE     = 1     ,
                                P_WRITE_TYPE    = 2     ;
localparam                      P_DATA_NUM      = 256   ;     
localparam                      P_ST_IDLE       = 0     ,
                                P_ST_CLEAR      = 1     ,
                                P_ST_WRITE      = 2     ,
                                P_ST_READ       = 3     ;
reg  [3 :0]                     r_st_cur                ;
reg  [3 :0]                     r_st_nxt                ;
reg  [1 :0]                     ro_operation_type       ;
reg  [23:0]                     ro_operation_addr       ;
reg  [8 :0]                     ro_operation_byte_num   ;
reg                             ro_operation_valid      ;
reg  [P_DATA_WIDTH - 1 : 0]     ro_write_data           ;
reg                             ro_write_sop            ;
reg                             ro_write_eop            ;
reg                             ro_write_valid          ;
reg  [P_DATA_WIDTH - 1 : 0]     ri_read_data            ;
reg                             ri_read_sop             ;
reg                             ri_read_eop             ;
reg                             ri_read_valid           ;
reg                             ri_operation_ready_1d   ;
reg                             r_op_active             ;
reg  [15:0]                     r_write_cnt             ;
wire                            w_op_active             ;
wire                            w_operation_ready_pos   ;
assign o_operation_type     =   ro_operation_type       ;
assign o_operation_addr     =   ro_operation_addr       ;
assign o_operation_byte_num =   ro_operation_byte_num   ;
assign o_operation_valid    =   ro_operation_valid      ;
assign o_write_data         =   ro_write_data           ;
assign o_write_sop          =   ro_write_sop            ;
assign o_write_eop          =   ro_write_eop            ;
assign o_write_valid        =   ro_write_valid          ;
assign w_op_active           = i_operation_ready & o_operation_valid     ;
assign w_operation_ready_pos = i_operation_ready & !ri_operation_ready_1d;
always @(posedge i_clk or posedge i_rst)begin
    if(i_rst)
        r_st_cur <= P_ST_IDLE;
    else
        r_st_cur <= r_st_nxt;
end
always @(*)begin
    case (r_st_cur)
        P_ST_IDLE    :  r_st_nxt = P_ST_CLEAR;
        P_ST_CLEAR   :  r_st_nxt = w_operation_ready_pos ? P_ST_WRITE : P_ST_CLEAR; 
        P_ST_WRITE   :  r_st_nxt = w_operation_ready_pos ? P_ST_READ  : P_ST_WRITE;
        P_ST_READ    :  r_st_nxt = w_operation_ready_pos ? P_ST_IDLE  : P_ST_READ;
        default      :  r_st_nxt = P_ST_IDLE;
    endcase
end
always @(posedge i_clk or posedge i_rst)begin
    if(i_rst)
        ro_operation_valid <= 'd0;
    else if(w_op_active)
        ro_operation_valid <= 'd0;
    else if(r_st_cur != P_ST_CLEAR && r_st_nxt == P_ST_CLEAR)
        ro_operation_valid <= 'd1;
    else if(r_st_cur != P_ST_WRITE && r_st_nxt == P_ST_WRITE)
        ro_operation_valid <= 'd1;
    else if(r_st_cur != P_ST_READ && r_st_nxt == P_ST_READ)
        ro_operation_valid <= 'd1;
    else
        ro_operation_valid <= ro_operation_valid;
end
always @(posedge i_clk or posedge i_rst)begin
    if(i_rst)begin
        ro_operation_type     <= 'd0;
        ro_operation_addr     <= 'd0;
        ro_operation_byte_num <= 'd0;
    end
    else if(r_st_nxt == P_CLEAR_TYPE)begin
        ro_operation_type     <= P_CLEAR_TYPE;
        ro_operation_addr     <= 'd0;
        ro_operation_byte_num <= 'd0;
    end
    else if(r_st_nxt == P_ST_WRITE)begin
        ro_operation_type     <= P_WRITE_TYPE;
        ro_operation_addr     <= 'd0;
        ro_operation_byte_num <= P_DATA_NUM;
    end
    else if(r_st_nxt == P_ST_READ)begin
        ro_operation_type     <= P_READ_TYPE;
        ro_operation_addr     <= 'd0;
        ro_operation_byte_num <= P_DATA_NUM;
    end
    else begin
        ro_operation_type     <= ro_operation_type    ;
        ro_operation_addr     <= ro_operation_addr    ;
        ro_operation_byte_num <= ro_operation_byte_num;
    end
end
always @(posedge i_clk or posedge i_rst)begin
    if(i_rst)
        ri_operation_ready_1d <= 'd0;
    else
        ri_operation_ready_1d <= i_operation_ready;
end
always @(posedge i_clk or posedge i_rst)begin
    if(i_rst)
        r_write_cnt <= 'd0;
    else if(r_write_cnt == P_DATA_NUM-1)
        r_write_cnt <= 'd0;
    else if((r_op_active || r_write_cnt) && r_st_cur == P_ST_WRITE)
        r_write_cnt <= r_write_cnt + 1;
    else
        r_write_cnt <= r_write_cnt;
end
always @(posedge i_clk or posedge i_rst)begin
    if(i_rst)
        ro_write_data <= 'd0;
    else if(ro_write_valid && ro_write_data < 255)
        ro_write_data <= ro_write_data + 1;
    else
        ro_write_data <= 'd0;
end
always @(posedge i_clk or posedge i_rst)begin
    if(i_rst)
        r_op_active <= 'd0;
    else
        r_op_active <= w_op_active;
end
always @(posedge i_clk or posedge i_rst)begin
    if(i_rst)
        ro_write_sop <= 'd0;
    else if(w_op_active && r_st_cur == P_ST_WRITE)
        ro_write_sop <= 'd1;
    else
        ro_write_sop <= 'd0;
end
always @(posedge i_clk or posedge i_rst)begin
    if(i_rst)
        ro_write_eop <= 'd0;
    else if(r_write_cnt == P_DATA_NUM-2 && ro_write_valid)
        ro_write_eop <= 'd1;
    else
        ro_write_eop <= 'd0;
end
always @(posedge i_clk or posedge i_rst)begin
    if(i_rst)
        ro_write_valid <= 'd0;
    else if(ro_write_eop)
        ro_write_valid <= 'd0;
    else if(w_op_active && r_st_cur == P_ST_WRITE)
        ro_write_valid <= 'd1;
    else
        ro_write_valid <= ro_write_valid;
end
endmodule
```
`flow/run.sh`:
```
#!/bin/bash
# OpenROAD 26Q1-2900-gdf79404cd8, Yosys 0.63+post, stock flow scripts
make -C /OpenROAD-flow-scripts/flow DESIGN_CONFIG=/design/flow/config.mk WORK_HOME=/design/flow/orfs finish
```
==> COMMIT_EDITMSG <==
Refresh implementation metrics

- The run finished with clean final reports.
- The number of cells on the worst hold path is listed as 1.
- Post-route DRC violation count: 0
- Dominant synthesized flop cell: sky130_fd_sc_hd__dfrtp_1
* Clock tree buffer depth: 2
* Delay-heaviest family, CP: buffers and inverters
- In the routed netlist, the antenna diode instances number 0.
- The layout summary lists the proportion of cells stronger than drive strength 1 as 0.101.
- After clock tree synthesis, the setup repair step added 0 buffers.
- CP peak stage delay: slightly above 0.5 ns
- H-Tree Level Count: 2
- From bottom edge to top edge, the die measures about 120 um.
- Before antenna repair, the detailed router went through 4 iterations.
- The critical path is of the reg2out type.
- Internal portion of total power: around 900 uW
- The startpoint identified for the worst hold timing path is ro_write_eop$_DFF_PP0_.
* Setup skew after layout: between 0.004 and 0.005 ns
- CP startpoint: ro_write_valid$_DFFE_PP0P_
* Net switching power: 375 uW
* Final Total Pwr: between 1 and 1.5 mW
- Number of placement rows: 36
- Of the available clock period, the critical path in the final layout requires 0.578.
- The number of antenna violations at the first check in global routing is 0.
- Clock sink total: 37
- Cells along the critical path: clkdlybuf4s50_1
- For the worst reg-to-reg path, the startpoint reported by OpenROAD is r_write_cnt[8]$_DFFE_PP0P_.
* Ratio of routed vias to standard cells: between 3 and 4
* Number of top-level pins: roughly 60
* Final HPWL DP: around 2.8 mm
- Kind of start point of the critical path: flop
* Core area: 9860 um^2
- The initial utilization of the core area, before any placement, comes to 0.199.
- STA lists the maximum fanout along the critical path as 7.
- Global-route wire length before repair: between 6 and 7 mm
* Yosys Instances: roughly 190
* Sequential cell area: 927 um^2
- Weighted congestion reported at the end of routability-driven placement: approximately 0.79
- In the final timing run, aggregate negative setup slack is 0 ns.
- Part of the power in the clock network: 0.263
* Via count of the first global-routing pass: approximately 1400
* Switching portion of total power: 0.293
- Per the detail_route report, the via count comes to between 1000 and 1500.
* Yosys top cell by instances: sky130_fd_sc_hd__dfrtp_1
- Per the post-route antenna check, the number of violating nets is 0.
- The post-CTS hold buffer count recorded in the log is 0.
- RR Endpoint: r_write_cnt[1]$_DFFE_PP0P_
- Share of async-settable or async-resettable flops after synthesis: 1.00
* Class of the most critical hold timing path: reg2reg
- Total of endpoints with negative setup slack in the final report: 0
- Counting distinct cell types in the post-synthesis netlist gives 38.
- Timing would allow up to around 0.52 GHz.
- Share of power burned in combinational logic: 0.229
- Of the post-synthesis cell area, the dominant cell type holds 0.459.
* Final design area excluding fillers: 2290 um^2
- Global routing finished with a remaining overflow of 0.
- Total Die Area: approximately 15000 um^2
- The report counts max-capacitance violations totalling 0.
- # resized after CTS: 0
- Final-layout fill cell count: ~1100
* Post-Synthesis Mean Instance Area: 10.2 um^2
- Layout area overhead: 16.4%
* Min cycle time layout: about 1.9 ns
* Hold path endpoint: ro_write_valid$_DFFE_PP0P_
* # port buffers: 17
- Routed wire length per instance: roughly 10 um
- Per the layout area report, the combinational gate area comes to between 800 and 900 um^2.
- The script computed a power per unit cell area of roughly 560 nW/um^2.
* Count of final max-slew check failures: 0
* Cell count along the critical path: 1
- Global-route total usage across every layer: 0.0484
- Number of synthesized register bits: 37
- Per the post-synthesis report, the number of cells in the design is approximately 190.
* Area of the mapped netlist: ~2000 um^2
* Maximum number of pins on one net before global-route repair: 38
- Final tally of hold violations: 0
* Initial DRC Count: about 76
* Worst VDD drop: between 150 and 200 uV
- Leakage: approximately 1.0 nW
- The number of buffers and inverters on the critical path is 1.
* Unrepaired setup endpoints after global routing: no
- In this run, CTS created clock tree buffers numbering 5.
- Cell at the root of the clock tree: sky130_fd_sc_hd__clkbuf_8
- STA puts the critical path data required time at 2.64 ns.
* Setup slack after placement: 1.19 ns
- Cell type with the largest total area: sky130_fd_sc_hd__dfrtp_1
- The power report attributes to the sequential group a share of 0.507.
- Number of enable-type register cells in the synthesized netlist: 0
* Length in cells of the worst reg-to-reg path: 4
- Synth top area cells: sky130_fd_sc_hd__dfrtp_1, sky130_fd_sc_hd__buf_4, sky130_fd_sc_hd__xnor2_1
- Critical path endpoint category: output pin
- Worst EP arrival: between 1 and 1.5 ns
* Slowest library cell on the worst path: sky130_fd_sc_hd__clkdlybuf4s50_1
* Area reported by Yosys stat: roughly 2000 um^2
- Count of warnings emitted by yosys: 1
- The commonest cells after synthesis are sky130_fd_sc_hd__dfrtp_1, sky130_fd_sc_hd__buf_4, sky130_fd_sc_hd__nor2_1.
- Clock-pin transition on the worst setup and hold timing paths: 0.07 ns
- Summing all placed instances gives a cell area of around 2200 um^2.
- The share of the Yosys chip area taken by registers is 0.472.
* Tally of OpenROAD warnings: 38
- Die X-Extent: 121 um
- Setup ws final: roughly 1.4 ns
- Per the skew report, the later register of the worst-skew pair sees a clock latency of around 0.28 ns.
- Minimum setup slack among reg-to-reg paths: 1.65 ns
- TritonCTS clock tree: yes
* Total wire length: between 3 and 4 mm
[layout by cell type (no fill, tap or decap), types with 3 or more instances in the layout]
cell	n
sky130_fd_sc_hd__dfrtp_1	36
sky130_fd_sc_hd__conb_1	32
sky130_fd_sc_hd__nor2_1	17
sky130_fd_sc_hd__clkdlybuf4s50_1	17
sky130_fd_sc_hd__nand3_1	12
sky130_fd_sc_hd__xnor2_1	10
sky130_fd_sc_hd__nand2_1	9
sky130_fd_sc_hd__and3_1	7
sky130_fd_sc_hd__clkbuf_8	7
sky130_fd_sc_hd__nand4_1	6
sky130_fd_sc_hd__o21ai_0	6
sky130_fd_sc_hd__xor2_1	6
sky130_fd_sc_hd__inv_1	6
sky130_fd_sc_hd__and2_1	6
sky130_fd_sc_hd__o21ai_1	4
sky130_fd_sc_hd__ha_1	4
sky130_fd_sc_hd__nor4_2	3
sky130_fd_sc_hd__and4_1	3
[layer usage]
layer / wire length [um] / share of wire / GRT usage / vias up
met4: 10 / 0.0028 / 0.00452 / 0
li1: - / - / - / 643
met2: 1630 / 0.45 / 0.0806 / 39
met1: 1640 / 0.45 / 0.0612 / 620
met5: 0 / 0 / 0 / -
met3: 316 / 0.088 / 0.0175 / 2
[sequential cells by signal (all words and copies together) (netlist names), named ones only]
| name | flops |
|---|---|
| ro_write_valid | 1 |
| r_st_cur | 2 |
| ro_operation_type | 2 |
| ro_write_sop | 1 |
| r_op_active | 1 |
| ri_operation_ready_1d | 1 |
| ro_operation_byte_num | 1 |
| ro_write_eop | 1 |
| ro_write_data | 8 |
| r_write_cnt | 16 |
| ro_operation_valid | 1 |
[stage by stage]
stage / instances / utilization / hold slack [ns]
floorplan: 223 / - / 0.378
global placement: 342 / 0.221 / 0.442
detailed placement: 342 / 0.221 / 0.441
CTS: 350 / 0.232 / 0.451
global route: 350 / 0.232 / 0.499
finish: 350 / 0.232 / 0.442
[cell families after synthesis]
family,synth area share
AND-OR/OR-AND,0.0522
other,0.00191
XOR/XNOR,0.0713
buffers and inverters,0.136
flip-flops,0.472
multiplexers,0.0127
AND/OR/NAND/NOR,0.224
adder cells (fa/ha/maj),0.0306
[how the worst max path moves through the flow]
stage,end,slack (ns)
final,o_write_valid,1.39
after global routing,o_write_valid,1.30
after CTS,o_write_valid,1.35
[layout make-up]
| class | instances | share of cell area |
|---|---|---|
| clock buffer | 7 | 0.0421 |
| clock inverter | 1 | 0.00219 |
| inverter | 7 | 0.0115 |
| multi-input combinational | 147 | 0.388 |
| sequential | 37 | 0.406 |
| tap | 133 | 0.0728 |
| timing repair buffer | 18 | 0.0777 |
[power groups by stage]
stage / Combinational (mW) / Sequential, mW / Clock, mW
after CTS: 0.305 / 0.653 / 0.353
after global routing: 0.346 / 0.668 / 0.373
final: 0.294 / 0.649 / 0.337
Power is estimated from default activity; no workload was simulated.
