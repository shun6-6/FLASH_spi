==> flow/run.sh <==
#!/bin/bash
# OpenROAD 26Q1-2900-gdf79404cd8, Yosys 0.63+post, stock flow scripts
make -C /OpenROAD-flow-scripts/flow DESIGN_CONFIG=/design/flow/config.mk WORK_HOME=/design/flow/orfs finish
==> flow/constraint.sdc <==
current_design spi_drive

set clk_period 12.1
set clk_io_pct 0.2

create_clock -name clk0 -period $clk_period [get_ports {i_clk}]

set non_clock_inputs [all_inputs -no_clocks]
set_input_delay [expr $clk_period * $clk_io_pct] -clock clk0 $non_clock_inputs
set_output_delay [expr $clk_period * $clk_io_pct] -clock clk0 [all_outputs]
==> flow/config.mk <==
export PLATFORM = sky130hd
export DESIGN_NAME = spi_drive
export DESIGN_NICKNAME = spi_drive
export VERILOG_FILES = /design/flow/design.v
export SDC_FILE = /design/flow/constraint.sdc
export NUM_CORES = 4
export LEC_CHECK = 1
export CORE_UTILIZATION = 40
==> flow/design.v <==
`timescale 1ns / 1ps
module spi_drive#(
    parameter                      P_DATA_WIDTH  = 8  ,
    parameter                      P_SPI_CPOL    = 0  ,
    parameter                      P_SPI_CPHL    = 0  ,
    parameter                      P_READ_DWIDTH = 8  ,
    parameter                      P_OP_LEN      = 32   
)( 
    input                          i_clk              ,
    input                          i_rst              ,
    output                         o_spi_cs           , 
    output                         o_spi_clk          , 
    output                         o_spi_mosi         , 
    input                          i_spi_miso         , 
    input  [P_OP_LEN - 1 : 0]      i_user_op_data     , 
    input  [1:0]                   i_user_op_type     , 
    input  [15:0]                  i_user_op_len      , 
    input  [15:0]                  i_user_clk_len     , 
    input                          i_user_op_valid    , 
    output                         o_user_op_ready    , 
    input  [P_DATA_WIDTH - 1 : 0]  i_user_write_data  , 
    output                         o_user_write_req   , 
    output [P_READ_DWIDTH - 1 : 0] o_user_read_data   , 
    output                         o_user_read_valid    
    );
localparam P_OP_INS   = 0,
           P_OP_READ  = 1,
           P_OP_WRITE = 2;
reg                          ro_spi_cs            ;
reg                          ro_spi_clk           ;
reg                          ro_spi_mosi          ;
reg                          ro_user_ready        ;
reg  [P_OP_LEN - 1 : 0]      r_user_op_data       ;
reg  [1:0]                   r_user_op_type       ;
reg  [15:0]                  r_user_op_len        ;
reg  [15:0]                  r_user_clk_len       ;
reg                          r_run                ;
reg                          r_run_1d             ;
reg  [15:0]                  r_cnt                ;
reg                          r_spi_cnt            ;
reg                          ro_user_write_req    ;
reg                          ro_user_write_req_1d ;
reg  [15:0]                  r_write_cnt          ;
reg  [P_DATA_WIDTH - 1 : 0]  r_user_write_data    ;
reg  [P_READ_DWIDTH - 1 : 0] ro_user_read_data    ;
reg                          ro_user_read_valid   ;
reg  [15:0]                  r_read_cnt           ;
wire                         w_tx_active          ;
assign o_spi_cs          = ro_spi_cs                  ;
assign o_spi_clk         = ro_spi_clk                 ;
assign o_spi_mosi        = ro_spi_mosi                ;
assign o_user_op_ready   = ro_user_ready              ;
assign o_user_read_data  = ro_user_read_data          ; 
assign o_user_write_req  = ro_user_write_req          ;
assign o_user_read_valid = ro_user_read_valid         ; 
assign w_tx_active       = i_user_op_valid & o_user_op_ready;
always @(posedge i_clk or posedge i_rst)begin
    if(i_rst)
        ro_user_ready <= 'd1;
    else if(r_run_1d && !r_run)
        ro_user_ready <= 'd1;
    else if(w_tx_active)
        ro_user_ready <= 'd0;
    else
        ro_user_ready <= ro_user_ready;
end
always @(posedge i_clk or posedge i_rst)begin
    if(i_rst)begin
        r_user_op_type <= 'd0;
        r_user_op_len  <= 'd0;
        r_user_clk_len <= 'd0;
    end
    else if(w_tx_active)begin
        r_user_op_type <= i_user_op_type;
        r_user_op_len  <= i_user_op_len ;
        r_user_clk_len <= i_user_clk_len;        
    end
    else begin
        r_user_op_type <= r_user_op_type;
        r_user_op_len  <= r_user_op_len ;
        r_user_clk_len <= r_user_clk_len;        
    end
end
always @(posedge i_clk or posedge i_rst)begin
    if(i_rst)
        r_user_op_data <= 'd0;
    else if(w_tx_active)
        r_user_op_data <= i_user_op_data; 
    else if(r_spi_cnt)
        r_user_op_data <= r_user_op_data << 1; 
    else 
        r_user_op_data <= r_user_op_data;       
end
always @(posedge i_clk or posedge i_rst)begin
    if(i_rst)
        r_run <= 'd0;
    else if(r_cnt == r_user_clk_len - 1 && r_spi_cnt)
        r_run <= 'd0;
    else if(w_tx_active)
        r_run <= 'd1;
    else
        r_run <= r_run;
end
always @(posedge i_clk or posedge i_rst)begin
    if(i_rst)
        r_run_1d <= 'd0;
    else
        r_run_1d <= r_run;
end
always @(posedge i_clk or posedge i_rst)begin
    if(i_rst)
        r_cnt <= 'd0;
    else if(r_cnt == r_user_clk_len - 1 && r_spi_cnt)
        r_cnt <= 'd0;
    else if(r_spi_cnt)
        r_cnt <= r_cnt + 1;
    else
        r_cnt <= r_cnt;
end
always @(posedge i_clk or posedge i_rst)begin
    if(i_rst)
        r_spi_cnt <= 'd0;
    else if(r_run)
        r_spi_cnt <= r_spi_cnt + 1;
    else
        r_spi_cnt <= r_spi_cnt;
end
always @(posedge i_clk or posedge i_rst)begin
    if(i_rst)
        ro_spi_clk <= P_SPI_CPOL;
    else if(r_run)
        ro_spi_clk <= ~ro_spi_clk;
    else
        ro_spi_clk <= P_SPI_CPOL;
end
always @(posedge i_clk or posedge i_rst)begin
    if(i_rst)
        ro_spi_cs <= 'd1;
    else if(w_tx_active)
        ro_spi_cs <= 'd0;
    else if(r_run_1d && !r_run)
        ro_spi_cs <= 'd1;
    else
        ro_spi_cs <= ro_spi_cs;
end
always @(posedge i_clk or posedge i_rst)begin
    if(i_rst)
        ro_spi_mosi <= 'd0;
    else if(w_tx_active)
        ro_spi_mosi <= i_user_op_data[P_OP_LEN-1]; 
    else if(r_spi_cnt && r_cnt < r_user_op_len - 1) 
        ro_spi_mosi <= r_user_op_data[P_OP_LEN-2]; 
    else if(r_user_op_type == P_OP_WRITE && r_spi_cnt) 
        ro_spi_mosi <= r_user_write_data[P_DATA_WIDTH - 1];
    else
        ro_spi_mosi <= ro_spi_mosi;
end
always @(posedge i_clk or posedge i_rst)begin
    if(i_rst)
        ro_user_write_req <= 'd0;
    else if(r_cnt >= r_user_clk_len - 5) 
        ro_user_write_req <= 'd0;
    else if((r_cnt == 30 && !r_spi_cnt) || (r_write_cnt == 15) && r_user_op_type == P_OP_WRITE)
        ro_user_write_req <= 'd1;
    else
        ro_user_write_req <= 'd0;
end
always @(posedge i_clk or posedge i_rst)begin
    if(i_rst)
        ro_user_write_req_1d <= 'd0;
    else
        ro_user_write_req_1d <= ro_user_write_req;
end
always @(posedge i_clk or posedge i_rst)begin
    if(i_rst)
        r_write_cnt <= 'd0;
    else if(r_write_cnt == 15 || ro_spi_cs)
        r_write_cnt <= 'd0;
    else if(ro_user_write_req || r_write_cnt)
        r_write_cnt <= r_write_cnt + 1;
    else
        r_write_cnt <= r_write_cnt;
end
always @(posedge i_clk or posedge i_rst)begin
    if(i_rst)
        r_user_write_data <= 'd0;
    else if(!ro_user_write_req & ro_user_write_req_1d)
        r_user_write_data <= i_user_write_data;
    else if(r_spi_cnt)
        r_user_write_data <= r_user_write_data << 1;
    else
        r_user_write_data <= r_user_write_data;
end
always @(posedge ro_spi_clk or posedge i_rst)begin
    if(i_rst)
        ro_user_read_data <= 'd0;
    else if(r_cnt > r_user_op_len - 1)
        ro_user_read_data <= {ro_user_read_data[P_DATA_WIDTH-2:0],i_spi_miso};
    else
        ro_user_read_data <= ro_user_read_data;
end
always @(posedge i_clk or posedge i_rst)begin
    if(i_rst)
        r_read_cnt <= 'd0;
    else if(r_read_cnt == P_DATA_WIDTH - 0 || ro_spi_cs)
        r_read_cnt <= 'd0;
    else if(r_cnt > r_user_op_len - 1 && r_spi_cnt && r_user_op_type == P_OP_READ)
        r_read_cnt <= r_read_cnt + 1;
    else
        r_read_cnt <= r_read_cnt;
end
always @(posedge i_clk or posedge i_rst)begin
    if(i_rst)
        ro_user_read_valid <= 'd0;
    else if(r_user_op_type == P_OP_READ && r_read_cnt ==  P_DATA_WIDTH - 1 && r_spi_cnt)
        ro_user_read_valid <= 'd1;
    else
        ro_user_read_valid <= 'd0;
end
endmodule
==> results.cfg <==
; synthesis and place-and-route metrics
[timing]
unclocked_regs = 8
final_max_slew_viol_count = 0
unconstrained_endpoints = 16
setup_viol = 0
rsz0062_at_grt = no
fmax_ghz = 0.228
fin_worst_skew_ns = 0.00732
tns_ns = 0
hold_viol = 0
tightest_slew_ns = 0.902
finalCriticalPeriod_ns = 4.38
relSlewSlack = 0.397
finalCritPeriodShare = 0.362

[setup_path]
slowest_delay_ns = 0.60
cp_max_fo = 19
cp-end-kind = flop
timing.critical_path.mode_cell = or4_1
cp_cell_sequence = or4_1, or4_4, nor3_1, xnor2_1, ha_1, nand4_1, a2111oi_0, nor4_1, buf_4, or2_1, or4_1, a21oi_1
arrival_ns = 4.72
required_ns = 12.44
crit_family = simple AND/OR/NAND/NOR gates
reg2reg_slack_ns = 7.72
crit_type = reg2reg
cp_slowest_cell = or4_1
startpoint_type = flop
path_buffers = 1
worstRegToRegCells = 12
critical_path.startpoint = r_user_op_len[8]$_DFFE_PP0P_
timing.rr.end = r_read_cnt[12]$_DFFE_PP0P_
r2r-start = r_user_op_len[8]$_DFFE_PP0P_

[final_layout]
seqCellArea_um2 = 3480
nFillCells = 1825
drive_above_1_share = 0.0766
area_growth_pct = 21.4
fin_util = 0.498
logic_area_um2 = 4270

[cts]
cts_resized = 0
tritoncts = yes
cts_root_buf = clkbuf_16
hold_buffers = 0
clock_latency_ns = 0.42
cts.clk_slew.worst_paths_ns = 0.06
cts_made_buffers = 17
cts_setup_buffers = 0
clk_path_buf_depth = 2
htreeDepth = 4

[placement]
dp_hpwl_um = 12400
gp_congestion = 0.898
io_buffers = 91

[route]
postRouteAntennaNets = 0
drtIter0Drc = 299
drt-vias-per-instance = 5.00
route.detailed.wl_per_inst_um = 14.5
num_vias = 6086
routed_wirelength_um = 17600
antennaDiodeCount = 0
drc = 0
dr.pass1.iters = 5

[floorplanning]
io-pin-count = 92
core_area_um2 = 19500
rows = 51
fp_util = 0.410
die_w_um = 144
fp.dieH_um = 144
chip_area_um2 = 20600

[run]
log.warning_count = 28
drv_cap = 0

[grt]
antenna_found_initial = 0
grt_max_degree = 83
grtUsageTotal = 0.188
grt_pass1_vias = 5985
grt_pass1_wl_um = 29600
grt_overflow = 0

[synth]
synthTopCellsByArea = dfrtp_1 (43%), nand2_1 (8.3%), ha_1 (6.2%)
synthCells = 860
ff_type = dfrtp_1
avgSynthCellArea_um2 = 9.32
synth_top_area_share = 0.428
synth-edff-count = 0
synthesis.area_um2 = 8020
synthArstFlopShare = 1.00
yosysChipArea_um2 = 8020
yosysWarnings = 1
yosys_cells = 860
synth_area_leader_cell = dfrtp_1
synth_flops = 139
synth_seq_share = 0.434
synth.distinct_cells = 58

[hold_path]
hold_path_depth = 0
holdCritPathClass = reg2reg
min_to = r_run_1d$_DFF_PP0_
holdCritStartpoint = r_run$_DFFE_PP0P_

[power]
power_density_nw_per_um2 = 101
worst_ir_drop_vdd_uv = 77.6
p_leak_nw = 4.17

[run_status]
status = completed
-- cells by family after synthesis --
logic type	Yosys count	share of synthesized area
AOI/OAI and AO/OA	108	0.0810
xor gates and xnor gates	83	0.0907
and+or+nand+nor	378	0.232
DFF	139	0.434
buffers and inverters	60	0.0334
adders and majority gates	40	0.0624
muxes	52	0.0667
-- layer usage --
layer  global-route usage  wire (um)  up-vias
met4               0.0213        219        0
met1                0.289       8550     2835
met3               0.0295        723       12
met5                    0          0        -
li1                     -          -     3137
met2                0.298       8130      102
-- state kept, by name (all words and copies together), names as in the netlist --
signal and count:
ro_spi_cs 1, ro_user_ready 1, r_read_cnt 16, r_user_op_data 31
ro_spi_mosi 1, ro_user_write_req_1d 1, ro_user_read_valid 1, r_cnt 16
r_spi_cnt 1, ro_user_read_data 8, r_run_1d 1, r_write_cnt 16
ro_user_write_req 1, r_run 1, r_user_write_data 8, r_user_clk_len 16
r_user_op_type 2, ro_spi_clk 1, r_user_op_len 16
-- how the worst max path moves through the flow --
stage / endpoint / cells past startpoint
CTS: r_read_cnt[12]$_DFFE_PP0P_ / 12
global route: r_read_cnt[12]$_DFFE_PP0P_ / 12
finish: r_read_cnt[12]$_DFFE_PP0P_ / 12
-- stage by stage --
stage	instances	hold WS, ns	setup WS (ns)	instance area (um^2)	total power [mW]
2_1_floorplan	860	0.375	5.96	8020	0.453
3_3_place_gp	1186	0.421	7.51	9140	0.483
3_5_place_dp	1186	0.424	7.53	9140	0.482
4_1_cts	1218	0.436	7.75	9730	0.991
5_1_grt	1218	0.463	7.38	9730	1.01
6_report	1218	0.433	7.72	9730	0.978
-- synthesized netlist by cell type (all sizes together) (4+ instances only) --
cell type,count
a21o,7
a21oi,20
and2,4
and3,13
buf,8
clkbuf,30
dfrtp,137
ha,40
inv,22
mux2,11
mux2i,41
nand2,177
nand2b,4
nand3,22
nand3b,4
nand4,17
nor2,66
nor2b,7
nor3,15
nor4,23
nor4b,5
o21ai,58
o31ai,7
or4,11
xnor2,49
xor2,34
-- cell type report --
| cell class | count | share of cell area |
|---|---|---|
| Clock buffer | 20 | 0.0480 |
| Clock inverter | 12 | 0.0123 |
| Inverter | 22 | 0.00900 |
| Multi-Input combinational cell | 661 | 0.439 |
| Sequential cell | 139 | 0.358 |
| Tap cell | 265 | 0.0341 |
| Timing Repair Buffer | 99 | 0.0998 |
-- cell usage in the layout (no fill, tap or decap), drive strengths merged, types with 20 or more instances in the layout --
master / n
ha: 40
o21ai: 58
nand2: 177
xnor2: 49
nor4: 23
clkbuf: 20
a21oi: 20
nor2: 66
xor2: 34
mux2i: 41
nand3: 22
clkdlybuf4s50: 91
dfrtp: 137
inv: 28
-- where the power goes --
part	leakage, nW	total, mW	internal [mW]	switching [mW]
Combinational	2.05	0.0354	0.0224	0.0130
Sequential	1.83	0.438	0.438	0
Clock	0.285	0.504	0.303	0.201
Power is estimated from default activity; no workload was simulated.
